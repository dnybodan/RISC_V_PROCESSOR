File: flow/design.v
`timescale 1ns / 1ps
`timescale 1ns / 1ps
localparam[3:0] AND_OP = 4'b0000;
localparam[3:0] OR_OP = 4'b0001; 
localparam[3:0] ADD_OP = 4'b0010;
localparam[3:0] SUB_OP = 4'b0011; 
localparam[3:0] LESS_THAN_OP = 4'b0111;
localparam[3:0] X_OR_OP = 4'b1101; 
module alu(
output logic [31:0] result,
input wire logic[31:0] op1,
input wire logic[31:0] op2,
input wire logic[3:0] alu_op
    );
always_comb
begin
    case(alu_op)
        AND_OP:
            result = op1 & op2;
        OR_OP:
            result = op1 | op2;
        ADD_OP:
            result = op1 + op2;
        SUB_OP:
            result = op1 - op2;
        LESS_THAN_OP:
            result = $signed(op1) < $signed(op2);
        X_OR_OP:
            result = op1 ^ op2;
        default:
            result = op1 + op2;
    endcase
end
endmodule
`timescale 1ns / 1ps
module regfile(
    output logic[31:0] regReadDataA,
    output logic[31:0] regReadDataB,
    input wire logic clk,
    input wire logic [4:0] regAddrA,
    input wire logic [4:0] regAddrB,
    input wire logic [4:0] regAddrWrite,
    input wire logic [31:0] regWriteData,
    input wire logic regWrite
    );
    localparam ZERO = 0;
    logic[31:0] register[31:0];
    integer i;
    initial
      for (i=0;i<32;i=i+1)
        register[i] = ZERO;
    always_ff@(posedge clk) 
    begin
        regReadDataA <= register[regAddrA];
        regReadDataB <= register[regAddrB];
        if (regWrite && (regAddrWrite != ZERO)) 
        begin
            register[regAddrWrite] <= (regWriteData);
            if (regAddrA == regAddrWrite)
                regReadDataA <= regWriteData;
            if (regAddrB == regAddrWrite)
                regReadDataB <= regWriteData;
        end
    end
endmodule
`timescale 1ns / 1ps
`timescale 1ns / 1ps
localparam[31:0] INIT_PC_VALUE = 32'h00400000;
localparam[31:0] DEFAULT_PC_UPDATE = 32'h00000004; 
localparam ONE = 2'b01;
localparam ZERO = 2'b00;
localparam S_TYPE = 7'b0100011;
localparam SB_TYPE = 7'b1100011;
module riscv_simple_datapath #(parameter [31:0] INITIAL_PC = INIT_PC_VALUE) (
    output logic[31:0] PC,               
    output logic Zero,                   
    output logic[31:0] dAddress,         
    output logic[31:0] dWriteData,       
    output logic[31:0] WriteBackData,    
    input wire logic clk,                
    input wire logic rst,                
    input wire logic[31:0] instruction,  
    input wire logic PCSrc,              
    input wire logic ALUSrc,             
    input wire logic RegWrite,           
    input wire logic MemtoReg,           
    input logic[31:0] dReadData,        
    input wire logic[3:0] ALUCtrl,       
    input wire logic loadPC              
    );
    logic[31:0] regReadDataA;
    logic[31:0] regReadDataB;
    logic [4:0] regAddrA;
    logic [4:0] regAddrB;
    logic [4:0] regAddrWrite;
    logic [31:0] regWriteData;
    logic [31:0] immediate_I;
    logic [31:0] immediate_S;
    logic[31:0] op1;
    logic[31:0] ALUsrc_signal_out;
    logic[31:0] result;
    logic[31:0] branch_offset;
    logic[6:0] opCode;
    regfile myRegFile(
        regReadDataA,    
        regReadDataB,   
        clk,             
        regAddrA,        
        regAddrB,        
        regAddrWrite,    
        regWriteData,
        RegWrite         
    );
    alu myALU(
        result,              
        regReadDataA,        
        ALUsrc_signal_out,   
        ALUCtrl              
    );
    assign dAddress = result;
    assign dWriteData = regReadDataB;
    always_comb
    begin
        if(opCode == S_TYPE)
        begin
            ALUsrc_signal_out = (ALUSrc ? immediate_S : regReadDataB);
        end
        else if (opCode == SB_TYPE)
        begin
           ALUsrc_signal_out = (ALUSrc ? immediate_S : regReadDataB);  
        end
        else
        begin
            ALUsrc_signal_out = (ALUSrc ? immediate_I : regReadDataB);           
        end
    end
    assign regAddrA = instruction[19:15];
    assign regAddrB = instruction[24:20];
    assign regAddrWrite = instruction[11:7];
    assign opCode = instruction[6:0];
    assign immediate_I = 32'(signed'(instruction[31:20]));
    assign immediate_S = {{20{instruction[31]}},{instruction[31:25]},{instruction[11:7]}};   
    assign branch_offset = (immediate_S);
    always_comb
    begin
        if(result == ZERO)
            Zero = ONE;
        else
            Zero = ZERO;
    end
    assign regWriteData = (MemtoReg ? dReadData : result);
    assign WriteBackData = regWriteData;
    always_ff@(posedge clk)
    begin
        if(rst)
            PC <= INITIAL_PC;
        else if (loadPC)
        begin
            if(PCSrc)
                PC <= PC + branch_offset;   
            else
                PC <= PC + DEFAULT_PC_UPDATE;   
        end     
    end
endmodule
File: flow/run.sh
#!/bin/bash
# OpenROAD 26Q1-2900-gdf79404cd8, Yosys 0.63+post, stock flow scripts
make -C /OpenROAD-flow-scripts/flow DESIGN_CONFIG=/design/flow/config.mk WORK_HOME=/design/flow/orfs finish
File: flow/config.mk
export PLATFORM = sky130hd
export DESIGN_NAME = riscv_simple_datapath
export DESIGN_NICKNAME = riscv_simple_datapath
export VERILOG_FILES = /design/flow/design.v
export SDC_FILE = /design/flow/constraint.sdc
export NUM_CORES = 4
export LEC_CHECK = 1
export CORE_UTILIZATION = 40
File: flow/constraint.sdc
current_design riscv_simple_datapath

set clk_period 17.2
set clk_io_pct 0.2

create_clock -name clk0 -period $clk_period [get_ports {clk}]

set non_clock_inputs [all_inputs -no_clocks]
set_input_delay [expr $clk_period * $clk_io_pct] -clock clk0 $non_clock_inputs
set_output_delay [expr $clk_period * $clk_io_pct] -clock clk0 [all_outputs]
==> results.py <==
# Generated from Yosys and OpenROAD reports
metrics = {
    "cts": {
        "clk-insertion-delay-late_ns": 0.74,
        "clock_path_buffers": 3,
        "htreeDepth": 3,
        "cts_resized": 0,
        "cts_root_buffer": "clkbuf_16",
        "clkTransAtPathRegs_ns": 0.05,
        "cts_buffers": 114,
        "hold_buffers": 0,
        "post_cts_buffers": 0,
        "cts_tree": "yes",
        "clkSinkCount": 1120,
    },
    "pwr": {
        "netSwitchingPower_uw": 2020,
        "p_per_area_mw_per_mm2": 107,
        "switching_share": 0.279,
        "vdd_ir_drop_max_uv": 94.2,
        "p_leak_uw": 0.0223,
        "p_seq_frac": 0.451,
        "combPwrFrac": 0.205,
        "power_frac_clock": 0.345,
        "internal_power_uw": 5210,
    },
    "timing": {
        "worstMarginPinSlew_ns": 0.937,
        "setup_viol": 0,
        "skew_ns": 0.0323,
        "hold_violations": 0,
        "setup_tns_ns": 0,
        "fin_crit_ns": 13.85,
        "rsz0062_at_grt": "false",
        "finalClockPeriodUsage": 0.805,
        "relSlewSlack": 0.357,
        "fmax_ghz": 0.0722,
        "slew_viol_final": 0,
    },
    "route": {
        "first_pass_iters": 5,
        "vias": 36000,
        "drt-total-wl_um": 182000,
        "route.detailed.drc": 0,
        "wl_per_cell_um": 30.9,
        "final_antenna_net_count": 0,
        "vias_per_cell": 6.10,
        "drt_iter0_markers": 2857,
    },
    "critical_path": {
        "required_ns": 13.76,
        "start_kind": "primary input",
        "end_kind": "output pin",
        "cpPeakStageDelay_ns": 0.71,
        "path_cells": "clkdlybuf4s50_1 -> nor4b_1 -> nand3_1 -> mux2i_1 -> a21oi_1 -> inv_1 -> ha_1 -> or2_1 -> a2111oi_4 -> a21oi_1 -> o21ai_2 -> nor2_1 -> o311ai_1 -> a211oi_1 -> o311a_1 -> o32ai_1 -> mux2i_1 -> inv_1 -> buf_4 -> clkdlybuf4s50_1",
        "slowest_stage": "clkdlybuf4s50_1",
        "crit_type": "in2out",
        "critPathArrivalTime_ns": 10.41,
        "path_max_fanout": 33,
    },
    "run": {
        "warning_count": 95,
        "maxCapViolations": 0,
    },
    "yosys": {
        "synth_top_cell_by_count": "edfxtp_1",
        "synth.top_cells.by_count": "edfxtp_1 (1024), mux4_2 (640), a21oi_1 (192)",
        "topCellsByArea": "edfxtp_1 (52%), mux4_2 (25%), dfxtp_1 (3.3%)",
        "synth-edff-count": 1024,
        "syn-mean-instance-area_um2": 16.1,
        "synth_cells": 3637,
        "ys_area_mm2": 0.0587,
        "yosys.cell_types.count": 106,
        "yosys.stat.seqShare": 0.557,
        "ys_async_sr_fraction": 0,
        "flop_cell": "edfxtp_1",
        "synth.top_cell.area_share": 0.524,
        "yosys-stat-cells": 3637,
        "syn-cell-area_mm2": 0.0587,
        "ys.warnings.count": 3,
        "synth_top_cell_by_area": "edfxtp_1",
        "numSynthFlops": 1120,
    },
    "floorplanning": {
        "fp_util": 0.403,
        "die_width_um": 385,
        "coreArea_mm2": 0.146,
        "chipArea_mm2": 0.148,
        "io_pins": 204,
        "fp.dieH_um": 385,
        "placementRows": 140,
    },
    "grt": {
        "grt_usage": 0.271,
        "grt_pass1_vias": 38300,
        "grt_pass1_wl_um": 264000,
        "grt_start_max_net_pins": 80,
        "overflow": 0,
        "antenna_found_initial": 6,
    },
    "final_layout": {
        "fin_util": 0.463,
        "syn2layout_area_growth_pct": 14.9,
        "drive_above_1_share": 0.271,
    },
    "placed_design": {
        "gp_congestion": 0.950,
        "portBuffers": 199,
        "place_hpwl_um": 118000,
    },
    "status": {
        "status": "finished clean",
    },
    "hold_path": {
        "hold_class": "reg2reg",
    },
}
==> critical path: cells and delay by family <==
kind	cells	cell delay (ns)
AOI/OAI and AO/OA	8	2.95
and+or+nand+nor	4	1.34
buffers and inverters	5	1.72
muxes	2	0.59
adders and majority gates	1	0.36
==> power groups by stage <==
stage	logic (µW)	clock network [µW]	registers [µW]
4_1_cts	1480	2530	3260
5_1_grt	1610	2630	3270
6_report	1480	2490	3260
==> state kept, by name, summed over array words and instances, names as in the netlist <==
register                flops
PC                         32
myRegFile.regReadDataA     32
myRegFile.regReadDataB     32
myRegFile.register       1024
==> area by class of cell <==
class,instances,area (µm²)
multi-input combinational,2152,24800
clock inverter,81,706
antenna,4,10.0
fill,12300,78200
timing repair buffer,358,3230
inverter,136,510
clock buffer,136,3050
sequential,1120,32700
tap,1917,2400
==> per-layer routing <==
metal / routed length [µm] / vias to the layer above / track usage / part of all wire
met3: 29500 / 317 / 0.187 / 0.16
met4: 6920 / 20 / 0.0771 / 0.038
met1: 60100 / 18000 / 0.327 / 0.33
li1: - / 15500 / - / -
met2: 85300 / 2228 / 0.399 / 0.47
met5: 618 / - / 0.0325 / 0.0034
==> cells by family after synthesis <==
family	share of synthesized area
AND-OR/OR-AND	0.0728
XOR/XNOR	0.00538
adder cells (fa/ha/maj)	0.0285
buffers and inverters	0.0262
flip-flops	0.557
multiplexers	0.258
other	0.0000639
AND/OR/NAND/NOR	0.0522
==> layout by cell type (no fill, tap or decap), types with 68 or more instances in the layout <==
cell | synthesis | final
mux4_2 | 640 | 640
ha_1 | 129 | 129
nand2_1 | 110 | 110
clkbuf_16 | 0 | 118
edfxtp_1 | 1024 | 1024
buf_4 | 6 | 160
nor2_1 | 188 | 156
clkdlybuf4s50_1 | 0 | 187
inv_1 | 133 | 133
a211oi_1 | 68 | 68
o21ai_0 | 106 | 105
a21oi_1 | 192 | 192
dfxtp_1 | 96 | 96
==> final timing paths <==
check	from	end	slack, ns	cells past startpoint
worst max-delay path	instruction[4]	WriteBackData[29]	3.35	20
worst min-delay path	PC[0]	PC[0]	0.48	2
worst max register to register	myRegFile.regReadDataB[1]	myRegFile.register[6][31]	11.66	16
worst min register to register	PC[0]	PC[0]	0.48	2
==> stage by stage <==
stage	hold WS [ns]	instance area, µm²	cells	setup WS (ns)	power [µW]
5_1_grt	0.516	67400	5903	2.82	7500
6_report	0.479	67400	5904	3.35	7230
3_3_place_gp	0.474	63600	5683	3.51	4790
3_5_place_dp	0.477	63600	5683	3.54	4790
2_1_floorplan	0.441	58800	3668	5.34	4130
4_1_cts	0.486	67400	5900	3.48	7270
Power and IR drop assume default switching activity.
